--- design/flow/design.v ---
module register_file(read_reg1,read_reg2,read_data1,read_data2,write_reg,write_data,regwrite,clk);
input [3:0] read_reg1,read_reg2,write_reg;
input [31:0]write_data;
input regwrite,clk;
output [31:0]read_data1,read_data2;
reg [15:0]R[31:0];
assign read_data1=R[read_reg1];
assign read_data2=R[read_reg2];
always@ (negedge clk)begin 
    R[0]<=32'b0;
    if(regwrite)begin 
        if(write_reg!= 4'b0)
            R[write_reg]<=write_data;
    end
end
endmodule
--- design/flow/run.sh ---
#!/bin/bash
# OpenROAD 26Q1-2900-gdf79404cd8, Yosys 0.63+post, stock flow scripts
make -C /OpenROAD-flow-scripts/flow DESIGN_CONFIG=/design/flow/config.mk WORK_HOME=/design/flow/orfs finish
--- design/flow/config.mk ---
export PLATFORM = sky130hd
export DESIGN_NAME = register_file
export DESIGN_NICKNAME = register_file
export VERILOG_FILES = /design/flow/design.v
export SDC_FILE = /design/flow/constraint.sdc
export NUM_CORES = 4
export LEC_CHECK = 1
export CORE_UTILIZATION = 30
--- design/flow/constraint.sdc ---
current_design register_file

set clk_period 4.4
set clk_io_pct 0.2

create_clock -name clk0 -period $clk_period [get_ports {clk}]

set non_clock_inputs [all_inputs -no_clocks]
set_input_delay [expr $clk_period * $clk_io_pct] -clock clk0 $non_clock_inputs
set_output_delay [expr $clk_period * $clk_io_pct] -clock clk0 [all_outputs]
==> flow_metrics.env <==
# flow metrics
export IMPL_power_leakage_nw=6.05
export IMPL_area_growth_pct=30.2
export IMPL_min_from="read_reg1[0]"
export IMPL_ys_warn_count=1
export IMPL_h_tree_depth=1
export IMPL_placed_area_sq_um=13300
export IMPL_remaining_drc_errors=0
export IMPL_die_h_microns=200
export IMPL_track_usage=0.155
export IMPL_critical_path_max_stage_delay_ns=0.48
export IMPL_grt_pass1_wl_microns=42600
export IMPL_gp_congestion=0.767
export IMPL_cts_buffers=30
export IMPL_fp_util=0.305
export IMPL_rsz0062_at_grt="yes"
export IMPL_vias_per_cell=4.67
export IMPL_violations="negative setup slack"
export IMPL_ir_worst_vdd_uv=321
export IMPL_ys_ff=256
export IMPL_cts_sinks=256
export IMPL_postLayoutCellArea_sq_um=15400
export IMPL_postSynthSeqShare=0.638
export IMPL_syn_area_sq_um=11800
export IMPL_overflow=0
export IMPL_root_buffer="clkbuf_16"
export IMPL_num_vias=7011
export IMPL_fin_ws_ns=-0.725
export IMPL_p_per_area_nw_per_um2=430
export IMPL_critPathKind="register to output pin"
export IMPL_core_area_sq_um=38700
export IMPL_cp_startpoint="R[10][8]"
export IMPL_worstMarginPinSlew_ns=0.542
export IMPL_path_max_fanout=2
export IMPL_io_buffers=61
export IMPL_hold_class="primary input to output pin"
export IMPL_routed_wl_microns=28500
export IMPL_dp_cells=1182
export IMPL_drtAntennaViolNets=0
export IMPL_required_ns=3.52
export IMPL_utilization=0.397
export IMPL_wl_per_cell_microns=19.0
export IMPL_regMostFlops="R"
export IMPL_critPathSlowestCell="mux4_2"
export IMPL_first_pass_iters=4
export IMPL_layout_cells_most_common="inv_1"
export IMPL_cp_top_family="multiplexers"
export IMPL_top_regs="R: 256 flops"
export IMPL_report_final_setup_viol=32
export IMPL_endpoint_kind="output pin"
export IMPL_cts_hold_buf=0
export IMPL_total_power_mw=6.61
export IMPL_drive_above_1_share=0.343
export IMPL_path_clk_slew_ns=0.03
export IMPL_row_count=72
export IMPL_largest_reg_flops=256
export IMPL_warnings=300
export IMPL_worstPathCellList="buf_4 > mux4_2 > a22oi_2 > nand2_2 > buf_2"
export IMPL_arrival_ns=4.25
export IMPL_chip_area_sq_um=40100
export IMPL_critical_path_buf_inv_count=2
export IMPL_layout_top_cells="259 x inv_1, 240 x edfxtp_1, 123 x mux4_2"
export IMPL_cts_tree="done"
export IMPL_antenna_found_initial=1
export IMPL_relSlewSlack=0.638
export IMPL_grt_max_degree=65
export IMPL_ioPinCount=110
export IMPL_yosys_stat_area_sq_um=11800
export IMPL_status="complete, but fails checks"
export IMPL_finalHoldViolCount=0
export IMPL_slew_viol_final=0
export IMPL_die_x_microns=200
export IMPL_worst_path_stages=5
export IMPL_ys_types=26
export IMPL_worstHoldPathCells=5
export IMPL_cts_path_max_buffers=3
export IMPL_synthCells=586
export IMPL_postSynthAreaPerCell_sq_um=20.1
export IMPL_maxCapViolCount=0
export IMPL_grt_pass1_vias=8058
export IMPL_ys_cells=586
export IMPL_dp_slack_ns=-0.452
export IMPL_drtIter0Drc=333
export IMPL_fin_cells=1500
export IMPL_hpwlAfterDp_microns=16200
export IMPL_crit_path_start_kind="register"
## area by class of cell
cell class                      count  area, sq um
Timing Repair Buffer              112         1070
Antenna cell                        1         2.50
Tap cell                          518          648
Multi-Input combinational cell    302         4140
Clock inverter                    280         1190
Clock buffer                       31          776
Fill cell                        3444        23400
Sequential cell                   256         7530
## metal layers
metal  track usage  part of all wire  wire length [microns]  vias up
met4        0.0581             0.018                    507        0
met1         0.169              0.36                  10200     3375
met5             0                 0                      0        -
met3         0.133              0.15                   4230       41
met2         0.220              0.48                  13600      406
li1              -                 -                      -     3189
## cells by family (layout without fill, tap and decap cells)
| group | after synthesis | in the layout | synth area share |
|---|---|---|---|
| AND-OR/OR-AND | 64 | 64 | 0.0407 |
| buffers and inverters | 75 | 423 | 0.0453 |
| flip-flops | 256 | 256 | 0.638 |
| multiplexers | 128 | 128 | 0.253 |
| other | 1 | 49 | 0.000318 |
| AND/OR/NAND/NOR | 62 | 62 | 0.0229 |
## synth_stat cells
| cell | instances | share of area |
|---|---|---|
| buf_4 | 38 | 0.024 |
| nand2b_1 | 2 | 0.0011 |
| or3b_2 | 1 | 0.00074 |
| and2_1 | 2 | 0.0011 |
| clkbuf_4 | 1 | 0.00064 |
| dlymetal6s2s_1 | 1 | 0.0011 |
| buf_2 | 6 | 0.0025 |
| nor2_1 | 14 | 0.0045 |
| mux4_1 | 25 | 0.056 |
| mux4_4 | 2 | 0.0042 |
| nand3b_1 | 2 | 0.0013 |
| nand3_1 | 1 | 0.00042 |
| inv_1 | 1 | 0.00032 |
| nor3_1 | 3 | 0.0013 |
| buf_1 | 2 | 0.00064 |
| edfxtp_1 | 240 | 0.61 |
| dlygate4sd1_1 | 1 | 0.00074 |
| a22oi_1 | 64 | 0.041 |
| clkbuf_8 | 1 | 0.0012 |
| nand2_1 | 33 | 0.010 |
| clkbuf_1 | 14 | 0.0045 |
| mux4_2 | 101 | 0.19 |
| nor2b_1 | 4 | 0.0021 |
| buf_6 | 10 | 0.0095 |
| dfxtp_1 | 16 | 0.027 |
| conb_1 | 1 | 0.00032 |
## through the flow
step	setup TNS (ns)	hold slack, ns
floorplan	-13.82	2.03
global placement	-66.12	2.92
detailed placement	-68.23	2.91
CTS	-18.34	2.54
global route	-20.17	2.58
finish	-17.50	2.51
## worst min-delay path, stage by stage
cell and delay [ns]:
buf_4 0.27, mux4_2 0.28, a22oi_1 0.05, nand2_1 0.06, buf_2 0.08
## final timing paths
check,to,slack [ns]
worst min-delay path,read_data1[6],2.51
worst max-delay path,read_data2[8],-0.73
## report_power, final
part / switching, mW / internal (mW) / total (mW)
clock network: 1.52 / 1.82 / 3.34
registers: 0.0202 / 2.74 / 2.76
logic: 0.251 / 0.254 / 0.505
total: 1.79 / 4.82 / 6.61
## repair_timing
| action | CTS | global route |
|---|---|---|
| pin swaps | 75 | 11 |
| gates resized | 163 | 9 |
| buffers inserted | 5 | 2 |
| setup endpoints to repair | 32 | 32 |
