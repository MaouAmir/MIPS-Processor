`flow/config.mk`:
```
export PLATFORM = sky130hd
export DESIGN_NAME = EXE_Reg
export DESIGN_NICKNAME = EXE_Reg
export VERILOG_FILES = /design/flow/design.v
export SDC_FILE = /design/flow/constraint.sdc
export NUM_CORES = 4
export LEC_CHECK = 1
export CORE_AREA = 10 10 114 114
export DIE_AREA = 0 0 124 124
```
`flow/constraint.sdc`:
```
current_design EXE_Reg

set clk_period 1.0
set clk_io_pct 0.2

create_clock -name clk0 -period $clk_period [get_ports {clk}]

set non_clock_inputs [all_inputs -no_clocks]
set_input_delay [expr $clk_period * $clk_io_pct] -clock clk0 $non_clock_inputs
set_output_delay [expr $clk_period * $clk_io_pct] -clock clk0 [all_outputs]
```
`flow/design.v`:
```
module EXE_Reg(
	input clk,rst , WB_en_in , MEM_R_EN_in , MEM_W_EN_in,
	input [31:0] ALU_result_in , ST_val_in, 
	input [3:0] Dest_in,
	output WB_en_out,  MEM_R_EN_out , MEM_W_EN_out,
	output [31:0] ALU_result_out , ST_val_out, 
	output [3:0] Dest_out
);
	register ALU_result_exe(clk, rst, 1'b1, ALU_result_in,ALU_result_out);
	register ST_val_exe(clk, rst, 1'b1, ST_val_in,ST_val_out);
	register #(4) dest_exe(clk, rst, 1'b1, Dest_in,Dest_out);
	register #(3) onebits_exe (clk, rst, 1'b1,  {WB_en_in , MEM_R_EN_in , MEM_W_EN_in},{WB_en_out,  MEM_R_EN_out , MEM_W_EN_out});
endmodule
module register ( clk, rst, ld,r_in,r_out);
	parameter n = 32;
	input clk, rst, ld;
    	input [n-1:0] r_in;
   	 output reg [n-1:0] r_out;
	always@(posedge clk, negedge rst)begin
		if(~rst)
			r_out <= 0;
		else if(ld == 1'b1)
				r_out <= r_in;
	end
 endmodule
```
`flow/run.sh`:
```
#!/bin/bash
# OpenROAD 26Q1-2900-gdf79404cd8, Yosys 0.63+post, stock flow scripts
make -C /OpenROAD-flow-scripts/flow DESIGN_CONFIG=/design/flow/config.mk WORK_HOME=/design/flow/orfs finish
```
==> flow_metrics.py <==
# Physical implementation metrics
metrics = {
    "drt": {
        "vias": 1190,
        "wl_um": 6380,
        "ant_nets": 0,
        "vias_per_cell": 3.21,
        "dr.first_iter.drc_count": 67,
        "dr.pass1.iters": 3,
        "drc": 0,
        "wl_per_cell_um": 17.2,
    },
    "clocking": {
        "root_buffer": "clkbuf_8",
        "cts_made_buffers": 9,
        "htreeDepth": 3,
        "clk_pin_slew_ps": 80,
        "cts_tree": "yes",
        "clock-sinks": 71,
        "cts_buffer_depth": 2,
    },
    "logic_synthesis": {
        "synth-simple-area-share": 0,
        "synth.cellmix.adderShare": 0,
        "numSynthFlops": 71,
        "mux_share": 0,
        "yosys.area_share.xor_xnor": 0,
        "synth_cells": 71,
        "ys_types": 1,
        "yosys_cells": 71,
        "syn_area_sq_um": 1780,
        "postSynthSeqShare": 1.00,
        "yosysWarnings": 3,
        "aoi_share": 0,
        "syn_area_per_cell_sq_um": 25.0,
        "yosys-stat-area_sq_um": 1780,
    },
    "sta": {
        "min_period_ps": 1070,
        "fin_ws_ps": -65.7,
        "tightest_slew_ps": 708,
        "relSlewSlack": 0.527,
        "setup_viol": 71,
        "holdWs_ps": 273,
        "slew_violations": 0,
        "finalHoldViolCount": 0,
        "min_period_over_period": 1.07,
        "rsz0062_at_grt": "yes",
        "fmax_mhz": 938,
        "setup_tns_ps": -1360,
    },
    "cells_and_area": {
        "instances_no_fill": 371,
        "drive_gt1_frac": 0.376,
        "nMultiInputCombCells": 0,
        "area_delta_synth_final_pct": 86.1,
        "combGateArea_sq_um": 0,
        "fill_cells": 1028,
    },
    "run": {
        "drv_cap": 0,
        "warning_count": 28,
    },
    "die": {
        "die_area_sq_um": 15400,
        "die_w_um": 124,
        "core_area_sq_um": 10400,
        "io_pins": 144,
        "num_rows": 37,
        "die_y_um": 124,
        "fp_util": 0.171,
    },
    "power_and_ir_drop": {
        "power.total_mw": 6.10,
        "worst_ir_drop_vdd_v": 0.000888,
        "p_per_area_nw_per_um2": 1840,
        "power_leakage_nw": 1.53,
    },
    "worst_setup_path": {
        "crit_fanout": 1,
        "startpoint": "ST_val_exe.r_out[3]$_DFF_PN0_",
        "cp-endpoint": "ST_val_out[3]",
        "arrival_ps": 870,
        "cp_slowest_cell": "dfrtp_1",
        "path_delay_family": "flip-flops",
        "cp-start-kind": "flop",
        "required_ps": 800,
        "worst-path-stages": 1,
        "crit_chain": "buf_2",
        "endpoint_kind": "output port",
        "critPathKind": "reg2out",
        "max_stage_delay_ps": 390,
        "cp.buffers_inverters": 1,
    },
    "placement": {
        "io_buffers": 143,
        "dp_cells": 352,
        "place_ws_ps": -41.6,
        "gp_congestion": 0.794,
        "dp_hpwl_um": 5110,
    },
    "global_route": {
        "grt_overflow": 0,
        "grt_pass1_wl_um": 9110,
        "grt_pass1_vias": 1385,
        "gr-usage-all-layers": 0.0799,
        "grt_max_degree": 30,
        "antenna_found_initial": 1,
    },
    "run_status": {
        "outcome": "finished with violations",
        "violations": "negative setup slack",
    },
    "min_path": {
        "hold_path.class": "in2reg",
    },
}
[area by class of cell]
class	instances	area, sq um	area share
well taps	136	170	0.0515
flip-flops and latches	71	1780	0.537
repair buffers	147	1130	0.343
diodes	1	2.50	0.000757
clock buffers	13	159	0.0481
clock inverters	3	65.1	0.0197
[report_power, final]
group	leakage [nW]	switching, mW	internal, mW	total, mW
logic	0.589	0.137	0.355	0.492
clock network	0.114	1.02	1.54	2.56
registers	0.827	0.0335	3.01	3.05
total	1.53	1.19	4.91	6.10
[through the flow]
stage	area, sq um	utilization
after floorplan	1780	-
after global placement	3420	0.328
after detailed placement	3420	0.328
after CTS	3280	0.315
after global routing	3300	0.317
final	3310	0.317
[per-layer routing]
metal / vias to the layer above / track usage / part of all wire
met5: - / 0 / 0
met4: 0 / 0.0187 / 0.017
met1: 567 / 0.0942 / 0.36
met3: 9 / 0.0478 / 0.14
li1: 536 / - / -
met2: 78 / 0.124 / 0.48
[cell usage in the layout, fill, tap and decap left out]
cell type,n
clkbuf_8,11
buf_12,2
buf_2,71
diode_2,1
dfrtp_1,71
clkinv_2,1
clkdlybuf4s50_1,71
clkbuf_1,2
buf_4,1
dlygate4sd3_1,2
bufinv_16,2
[timing repair]
action                                  4_1_cts  5_1_grt
endpoints found under the setup margin       71       71
setup buffers                                 0        0
endpoints found under the hold margin        71       16
gates resized                               224        0
[synth_stat cells, drive strengths merged]
master   n  area (sq um)
dfrtp   71          1780
[logic make-up after synthesis]
family and count (synthesis):
flops 71
[worst min-delay path by stage]
| stage | startpoint | endpoint | depth (start not counted) |
|---|---|---|---|
| 5_1_grt | ALU_result_in[24] | ALU_result_exe.r_out[24]$_DFF_PN0_ | 1 |
| 4_1_cts | rst | ST_val_exe.r_out[12]$_DFF_PN0_ | 1 |
| 6_report | ST_val_in[10] | ST_val_exe.r_out[10]$_DFF_PN0_ | 1 |
[flip-flops by register name, summed over array words and instances (netlist names)]
name / cells
ALU_result_exe.r_out: 32
ST_val_exe.r_out: 32
dest_exe.r_out: 4
onebits_exe.r_out: 3
Power is estimated from default activity; no workload was simulated.
