===== design/flow/run.sh =====
#!/bin/bash
# OpenROAD 26Q1-2900-gdf79404cd8, Yosys 0.63+post, stock flow scripts
make -C /OpenROAD-flow-scripts/flow DESIGN_CONFIG=/design/flow/config.mk WORK_HOME=/design/flow/orfs finish

===== design/flow/config.mk =====
export PLATFORM = sky130hd
export DESIGN_NAME = Val2_Generate
export DESIGN_NICKNAME = Val2_Generate
export VERILOG_FILES = /design/flow/design.v
export SDC_FILE = /design/flow/constraint.sdc
export NUM_CORES = 4
export LEC_CHECK = 1
export CORE_UTILIZATION = 50

===== design/flow/constraint.sdc =====
current_design Val2_Generate

set clk_period 15.2
set clk_io_pct 0.2

create_clock -name clk0 -period $clk_period

set non_clock_inputs [all_inputs -no_clocks]
set_input_delay [expr $clk_period * $clk_io_pct] -clock clk0 $non_clock_inputs
set_output_delay [expr $clk_period * $clk_io_pct] -clock clk0 [all_outputs]

===== design/flow/design.v =====
module Val2_Generate(
                    input rw_en,
                    input I,
                    input signed [31:0] Val_RM,
                    input [11:0] imm,
                    input [11:0] shift_operand,
                    output reg [31:0] Val2
);
    always @(rw_en, Val_RM, imm, shift_operand, I) begin
        if (rw_en) begin
            Val2 = {20'b0, shift_operand};
        end
        else if(I)begin
            case(imm[11:8])
            4'd0: Val2 = {24'd0, imm[7:0]};
            4'd1: Val2 = {imm[1:0], 24'd0, imm[7:2]};
            4'd2: Val2 = {imm[3:0], 24'd0, imm[7:4]};
            4'd3: Val2 = {imm[5:0], 24'd0, imm[7:6]};
            4'd4: Val2 = {imm[7:0], 24'd0};
            4'd5: Val2 = {2'd0, imm[7:0], 22'd0};
            4'd6: Val2 = {4'd0, imm[7:0], 20'd0};
            4'd7: Val2 = {6'd0,imm[7:0], 18'd0};
            4'd8: Val2 = {8'd0, imm[7:0], 16'd0};
            4'd9: Val2 = {10'd0, imm[7:0], 14'd0};
            4'd10: Val2 = {12'd0, imm[7:0], 12'd0};
            4'd11: Val2 = {14'd0, imm[7:0], 10'd0};
            4'd12: Val2 = {16'd0, imm[7:0], 8'd0};
            4'd13: Val2 = {18'd0, imm[7:0], 6'd0};
            4'd14: Val2 = {20'd0, imm[7:0], 4'd0};
            4'd15: Val2 = {22'd0, imm[7:0], 2'd0};
            endcase
         end
        else begin 
            case (shift_operand[6:5])
                2'b00: Val2 = Val_RM << shift_operand[11:7];
                2'b01: Val2 = Val_RM >> shift_operand[11:7];
                2'b10: Val2 = Val_RM >>> shift_operand[11:7];
                2'b11: Val2 = Val_RM >> shift_operand[11:7] | Val_RM << ~shift_operand[11:7];
            endcase
        end
    end
endmodule

==> impl_metrics.ini <==
; generated from flow reports
[logic_synthesis]
top_area_cell = mux4_2
ys_seq_share_pct = 0
topCellsByArea = mux4_2 (17%), mux2i_1 (11%), mux2_2 (8.6%)
yosys-top-cells-count = nand2_1 (93), clkbuf_1 (73), mux2i_1 (71)
synthCells = 921
ys_area_mm2 = 0.00654
most_common_cell = nand2_1
netlist-cell-type-count = 66
yosysCellCount = 921
avgSynthCellArea_um2 = 7.10
netlist.area_leader.share_pct = 17.2
syn-cell-area_mm2 = 0.00654
yosysWarnings = 1

[clock_network]
post_cts_resized = 0
cts_setup_buffers = 0
postCtsHoldBufs = 0

[finish]
drive_above_1_share_pct = 16.0
seq_area_um2 = 0
flop-count = 0
clkbuf_count = 0
synthToLayoutAreaGrowth_pct = 12.8

[global_route]
overflow = 0
grt.total_usage_pct = 43.8
grt_pass1_vias = 7169
grt_pass1_wl_mm = 42.8
grt_max_degree = 68
antenna_found_initial = 1

[setup_path]
worst_ep_required_time_ns = 12.16
crit_arrival_ns = 7.42
critPathCaptureType = primary output
startpoint_type = input port
worstSetupPathType = input port to primary output
cp_max_fo = 53

[floorplan]
die_h_um = 116
fp.dieW_um = 116
row_count = 41
initCoreUtil_pct = 51.6
ios = 90
die_area_mm2 = 0.0135
core_mm2 = 0.0127

[pwr]
ir_drop_uv = 29.5
power.total_mw = 0.276
p_leak_nw = 2.59
power.density_mw_per_mm2 = 37.4

[flow_run]
warning_count = 33
cap_viol_max_count = 0

[placement]
port_buffers = 90
hpwl_mm = 21.6
gp_congestion = 1.11

[timing]
period_needed_ns = 10.46
hold_viol = 0
fmax_mhz = 95.6
slew_headroom_pct = 31.9
setup_viol = 0
slew_viol_final = 0
tightest_slew_ns = 1.01
finalSetupTns_ns = 0
fin_crit_sh_pct = 68.8
grt_setup_unrepaired = no

[detailed_routing]
num_antenna_cells = 0
drtIter0Drc = 1289
m1WireLength_mm = 11.4
wl_per_cell_um = 26.3
drc = 0
via_count = 8150
wl_met2_mm = 12.5
wirelength_mm = 28.7
postRouteAntennaNets = 0
top_layer = met5
route.met3.wl_mm = 3.28
first_pass_iters = 6
viasPerCell = 7.46

[outcome]
status = finished, final reports clean

[hold_path]
hp-class = input port to primary output
-- layer usage --
metal	up-vias	GRT usage, %
li1	3604	-
met1	3798	62.5
met2	635	64.5
met3	111	10.3
met4	2	19.2
met5	-	0
-- cell type report --
cell class | count | area (um^2)
multi-input cells | 790 | 6020
fillers | 1141 | 5300
repair buffers | 117 | 1090
well taps | 172 | 215
inverters | 14 | 52.6
-- critical path: stages --
cell             delay, ns
clkdlybuf4s50_1       0.40
buf_4                 0.28
nor4_4                0.31
buf_4                 0.61
xnor2_2               0.17
buf_4                 0.39
nor3_1                0.11
o41ai_1               0.83
o211ai_1              0.14
a2111oi_0             0.52
clkdlybuf4s50_1       0.55
-- through the flow --
stage	instances	hold WS, ns	area, um^2	util (%)	setup slack, ns
floorplan	921	6.17	6540	-	6.79
global placement	1093	7.07	7380	58.2	4.91
detailed placement	1093	7.09	7380	58.2	4.91
CTS	1093	7.09	7380	58.2	4.89
global route	1093	7.15	7380	58.2	4.41
finish	1093	7.08	7380	58.2	4.74
-- where the power goes --
group	switching, mW	internal (mW)	total [mW]	leakage (nW)
combinational	0.162	0.114	0.276	2.59
sequential	0	0	0	0
clock	0	0	0	0
total	0.162	0.114	0.276	2.59
-- worst paths after layout --
path,depth (start not counted),startpoint,slack [ns],endpoint
hold / removal,4,shift_operand[4],7.08,Val2[4]
setup / recovery,11,I,4.74,Val2[16]
-- kinds of logic (layout without fill, tap and decap cells) --
group                     after synthesis  after routing  synth area share (%)
AOI/OAI and AO/OA                     275            275                  28.9
muxes                                 171            171                  36.7
buffers and inverters                 131            131                  8.34
xor gates and xnor gates                7              7                 0.937
and+or+nand+nor                       337            337                  25.1
-- cells in the final DEF, fill, tap and decap left out, drive strengths merged, types with 15 or more instances in the layout --
cell           count
nor3              55
a21oi             54
mux2i             71
buf               30
mux2              50
o21ai             47
nand2b            15
nand3             37
a211oi            20
o211ai            16
nand2             93
mux4              50
nor2              66
a31oi             21
clkdlybuf4s50     87
Power figures rest on the tool's default switching activity, not on a simulated workload.
